==> /design/flow/design.v <==
module control(opcode,RegDst,Branch,MemRead,MemtoReg,ALUOp,MemWrite,ALUSrc,RegWrite,Jump);
   input [5:0]          opcode;
   output               RegDst,Branch,MemRead,MemtoReg,MemWrite,ALUSrc,RegWrite,Jump;
   output [1:0]         ALUOp;
   reg [9:0]            y;
   always @(*)
     casez (opcode)
       6'b000000 : y = 10'b1001000100;
       6'b100011 : y = 10'b0111100000;
       6'b101011 : y = 10'bx1x0010000;
       6'b000100 : y = 10'bx0x0001010;
       6'b000010 : y = 10'bxxxxxxxxx1;
       default : y = 10'b0000000000;
     endcase  
   assign {RegDst,ALUSrc,MemtoReg,RegWrite,MemRead,MemWrite,Branch,ALUOp,Jump} = y;
endmodule  
==> /design/flow/run.sh <==
#!/bin/bash
# OpenROAD 26Q1-2900-gdf79404cd8, Yosys 0.63+post, stock flow scripts
make -C /OpenROAD-flow-scripts/flow DESIGN_CONFIG=/design/flow/config.mk WORK_HOME=/design/flow/orfs finish
==> /design/flow/config.mk <==
export PLATFORM = sky130hd
export DESIGN_NAME = control
export DESIGN_NICKNAME = control
export VERILOG_FILES = /design/flow/design.v
export SDC_FILE = /design/flow/constraint.sdc
export NUM_CORES = 4
export LEC_CHECK = 1
export CORE_AREA = 10 10 70 70
export DIE_AREA = 0 0 80 80
==> /design/flow/constraint.sdc <==
current_design control

set clk_period 2.3
set clk_io_pct 0.2

create_clock -name clk0 -period $clk_period

set non_clock_inputs [all_inputs -no_clocks]
set_input_delay [expr $clk_period * $clk_io_pct] -clock clk0 $non_clock_inputs
set_output_delay [expr $clk_period * $clk_io_pct] -clock clk0 [all_outputs]
==> reports/qor.csv <==
stage,metric,value,unit
place,post-place-cells,80,
pwr,irDropWorstVdd,20.2,µV
synthesis,ys_chip_area,109,µm²
synthesis,synth_seq_share,0,%
sta,setup_violations,0,
routing,antenna_cells,0,
sta,post-route-min-period,2.22,ns
sta,slew_headroom,85.4,%
global_routing,antenna_found_initial,0,
routing,dr_wl_met3,41,µm
synthesis,mux_share,0,%
final_layout,lay_top_cells,"dlygate4sd2_1, buf_4",
final_layout,lay_top_count,dlygate4sd2_1,
final_layout,layout-drive-gt1-share,42.9,%
global_routing,grt_max_degree,5,
final_layout,syn2layout_area_growth,254,%
floorplanning,die_area,6400,µm²
worst_setup_path,critical_path.max_fanout,2,
sta,setup_tns,0,ns
routing,routedLengthMet1,380,µm
worst_setup_path,path_class,input pin to output port,
sta,tightest_slew,0.219,ns
synthesis,ys_cells,14,
synthesis,logic_family,simple AND/OR/NAND/NOR gates,
worst_hold_path,hp-class,input pin to output port,
synthesis,syn_area,109,µm²
worst_setup_path,cpMaxStageDelayCell,or3_4,
place,io_buffers,16,
sta,fin_crit_sh,96.3,%
routing,dr.max_layer_used,met3,
worst_setup_path,cp_slowest_stage_delay,0.39,ns
synthesis,simple_gate_share,74.7,%
routing,ant_nets,0,
final_layout,layout.cells.non_filler,81,
worst_setup_path,worstPathRequired,1.84,ns
worst_setup_path,arrival,1.76,ns
pwr,p_per_area,91.1,nW/µm²
routing,drt-total-wl,796,µm
global_routing,grt_usage,2.24,%
pwr,leakagePower,0.196,nW
final_layout,nClkBuffers,0,
worst_setup_path,endpoint_kind,output port,
synthesis,synthXorXnorAreaFrac,0,%
routing,drtIter0Drc,1,
floorplanning,io_pins,16,
sta,rsz0062_at_grt,yes,
final_layout,nFillCells,405,
synthesis,aoi_share,4.60,%
flow_run,cap_viol_max_count,0,
outcome,status,"complete, no violations",
place,placed_area,357,µm²
cts,cts-hold-fix-buffers,0,
routing,vias,196,
routing,wl_met2,375,µm
final_layout,regArea,0,µm²
sta,drv_slew,0,
final_layout,logic_area,121,µm²
worst_setup_path,crit_chain,"dlygate4sd2_1, or3_4, buf_4, nor4b_4, dlygate4sd2_1",
sta,max_freq,451,MHz
global_routing,grt_pass1_wl,1110,µm
routing,drc,0,
floorplanning,fp-row-count,21,
synthesis,synth_cell_types,10,
pwr,power,35.1,µW
floorplanning,fp.dieH,80,µm
global_routing,gr-total-overflow,0,
routing,drt_first_pass_iters,2,
flow_run,tool_warnings,33,
place,hpwl,723,µm
floorplanning,core,3420,µm²
final_layout,final_area,385,µm²
synthesis,syn_inst,14,
floorplanning,fp_util,3.19,%
synthesis,ys_warn_count,1,
sta,whs,1.44,ns
sta,hold_violations,0,
routing,vias_per_cell,2.42,
floorplanning,die_x,80,µm
place,gp_congestion,0.815,
synthesis,avgSynthCellArea,7.78,µm²
worst_setup_path,crit_path_frequent_cell,dlygate4sd2_1,
routing,drt-wirelength-per-cell,9.83,µm
final_layout,nFlopsAndLatches,0,
synthesis,yosys.area_share.adder,0,%
worst_setup_path,startpoint_type,input pin,
global_routing,grt_pass1_vias,204,
[cells in the mapped netlist]
library cell	n	area, µm²
nor2_1	2	7.51
buf_4	3	22.5
a21oi_1	1	5.00
nor3b_1	1	7.51
nor3_1	1	5.00
nand4b_1	1	8.76
or3_1	1	6.26
or3_4	1	11.3
nor4b_2	2	30.0
nand3_1	1	5.00
[worst paths after layout]
kind / start / to / cells past startpoint
setup / recovery: opcode[5] / Branch / 5
hold / removal: opcode[4] / ALUOp[0] / 4
[through the flow]
stage / setup slack [ns] / util [%]
after global placement: -0.381 / 10.4
after CTS: 0.0699 / 11.1
after detailed placement: -0.353 / 10.4
after floorplan: 0.640 / -
final: 0.0845 / 11.3
after global routing: -0.0355 / 11.3
[critical path: cells and delay by family]
kind	cells	cell delay, ns
buf+inv	3	0.64
simple gates	2	0.66
[cells by family after synthesis]
logic type	after synthesis
buf+inv	3
compound gates	1
simple gates	10
[area by class of cell]
cell class | instances | area share, %
Timing Repair Buffer | 24 | 53.6
Multi-Input combinational cell | 11 | 31.5
Tap cell | 46 | 14.9
[where the power goes]
part	internal [mW]	total, mW	switching [mW]
sequential	0	0	0
combinational	0.0206	0.0351	0.0145
clock	0	0	0
total	0.0206	0.0351	0.0145
[layer usage]
layer | GRT usage, % | vias up
li1 | - | 94
met1 | 2.97 | 95
met2 | 3.85 | 7
met3 | 0.455 | 0
met4 | 0 | 0
met5 | 0 | -
[repair_timing]
action / in CTS / in global routing
endpoints found under the setup margin: 10 / 3
gates resized: 21 / 2
pin swaps: 3 / 0
buffers inserted: 1 / 0
Power figures rest on the tool's default switching activity, not on a simulated workload.
