### /design/flow/config.mk
export PLATFORM = sky130hd
export DESIGN_NAME = reg_pc
export DESIGN_NICKNAME = reg_pc
export VERILOG_FILES = /design/flow/design.v
export SDC_FILE = /design/flow/constraint.sdc
export NUM_CORES = 4
export LEC_CHECK = 1
export CORE_AREA = 10 10 80 80
export DIE_AREA = 0 0 90 90
### /design/flow/constraint.sdc
current_design reg_pc

set clk_period 1.0
set clk_io_pct 0.2

create_clock -name clk0 -period $clk_period [get_ports {clk}]

set non_clock_inputs [all_inputs -no_clocks]
set_input_delay [expr $clk_period * $clk_io_pct] -clock clk0 $non_clock_inputs
set_output_delay [expr $clk_period * $clk_io_pct] -clock clk0 [all_outputs]
### /design/flow/design.v
module reg_pc(in,out,clk);
   input [31:0] in;
   input        clk;
   output [31:0] out;
   always @(posedge clk) out <= in;
endmodule  
### /design/flow/run.sh
#!/bin/bash
# OpenROAD 26Q1-2900-gdf79404cd8, Yosys 0.63+post, stock flow scripts
make -C /OpenROAD-flow-scripts/flow DESIGN_CONFIG=/design/flow/config.mk WORK_HOME=/design/flow/orfs finish
==> out/results.tsv <==
stage	metric	value	unit
status	result of the run	completed	
clocking	Sink Count	32	
job	number of maximum-capacitance violations	0	
critical_path	stage delay of the slowest cell on the critical path	0.31	ns
placed_design	GP Congestion	0.639	
routing	overall via count from detail_route	503	
routing	DR DRC count	0	
power	power density relative to cell area	1790	mW/mm2
critical_path	Critical Path, Cell by Cell	clkdlybuf4s15_1	
clocking	buffer type at the clock tree root	sky130_fd_sc_hd__clkbuf_8	
critical_path	Crit path required time	0.80	ns
timing	number of hold violations in the final report	0	
critical_path	family of cells with the greatest summed delay on the critical path	flip-flops	
clocking	setup repair bufs after CTS	0	
routing	average detailed-routed wire length per instance	12.0	um
layout	number of flip-flops under the largest register name	32	
critical_path	crit end category	primary output	
routing	post-route ant nets	0	
timing	max-slew violations	0	
layout	largest registers	out x32	
clocking	# H-tree levels	2	
routing	ant diodes	0	
hold_path	Hold Crit Endpoint	out[18]	
layout	register ranked first by flip-flop count	out	
timing	final cycle utilization of the critical path	95.6	%
timing	Setup-failing EPs final	0	
routing	first drt pass iteration count	2	
power	Max VDD drop	712	uV
logic_synthesis	syn avg cell area	20.0	um2
timing	maximum clock frequency	1.05	GHz
die	Core Util at FP	13.6	%
clocking	number of buffers inserted during clock tree synthesis	5	
logic_synthesis	area reported by Yosys stat	641	um2
placed_design	Area after DPL	0.00137	mm2
critical_path	slowest library cell on the worst path	sky130_fd_sc_hd__dfxtp_2	
critical_path	critical path startpoint category	flop	
die	die extent in x	90	um
logic_synthesis	total standard cell area after synthesis	641	um2
critical_path	Bufs and invs on worst path	1	
job	warning total across the stage logs	25	
timing	max_slew headroom	95.9	%
routing	initial detailed-routing violation count	5	
routing	mean number of vias per cell	2.94	
global_route	pin count of the biggest net entering global routing	10	
layout	Finished Cell Area	0.00141	mm2
layout	number of multi-input logic gates	0	
critical_path	data arrival time of the critical path	0.76	ns
die	top-level I/O count	65	
global_route	remaining global-route overflow	0	
die	row count	25	
logic_synthesis	sequential element share of the synthesized area	100	%
global_route	overall routing resource usage	5.00	%
global_route	antenna violations before repair	0	
placed_design	Port Buf Inserts	64	
layout	P&R area growth vs syn	121	%
timing	Fin Hold WS	0.361	ns
hold_path	class of the worst hold path	primary input to flop	
die	die boundary height	90	um
timing	final critical path time including I/O delays and setup	0.956	ns
hold_path	start point of the worst min-delay path	in[18]	
timing	worst-margin pin slew	0.0615	ns
hold_path	number of instances on the worst hold path	1	
layout	share of layout cells above drive strength 1	26.9	%
critical_path	Crit Path Class	flop to primary output	
global_route	wire length of the first global-routing pass	3090	um
clocking	clock tree from TritonCTS	yes	
die	Die Area	0.00810	mm2
critical_path	critical path fanouts, max	1	
power	static leakage	0.582	nW
global_route	vias in the first global route	558	
logic_synthesis	count of state elements after synthesis	32	
die	area of the core	0.00472	mm2
layout	area of the multi-input gates	0	um2
logic_synthesis	distinct cell type count after synthesis	1	
logic_synthesis	total of warnings raised by yosys	2	
clocking	clock-pin slew of the registers on the worst-case setup and hold paths	0.06	ns
routing	total length of routed wires	2050	um
clocking	number of buffers added to fix hold violations after cts	0	
clocking	maximum number of buffers from clock root to sink	2	
logic_synthesis	Yosys Instances	32	
logic_synthesis	synthesized netlist cell count	32	
[cells in the mapped netlist]
| cell | instances | area (um2) |
|---|---|---|
| sky130_fd_sc_hd__dfxtp_1 | 32 | 641 |
[report_power, final]
group | switching [mW] | internal [mW] | leakage, nW
sequential | 0.0162 | 1.35 | 0.270
combinational | 0.0257 | 0.171 | 0.267
clock | 0.409 | 0.560 | 0.0455
[layout make-up]
class | instances | area, um2
fill | 486 | 3310
sequential | 32 | 654
timing repair buffer | 64 | 586
clock buffer | 8 | 90.1
tap | 67 | 83.8
[how the worst max path moves through the flow]
stage	from	to	slack (ns)	depth (start not counted)
finish	out[13]	out[13]	0.04	1
CTS	out[12]	out[12]	0.01	1
global route	out[29]	out[29]	-0.00006	1
[cell usage in the layout (no fill, tap or decap)]
| master | instances |
|---|---|
| sky130_fd_sc_hd__dfxtp_2 | 11 |
| sky130_fd_sc_hd__clkdlybuf4s50_1 | 32 |
| sky130_fd_sc_hd__clkbuf_2 | 11 |
| sky130_fd_sc_hd__clkbuf_8 | 6 |
| sky130_fd_sc_hd__clkdlybuf4s15_1 | 21 |
| sky130_fd_sc_hd__clkbuf_1 | 2 |
| sky130_fd_sc_hd__dfxtp_1 | 21 |
[layer usage]
| layer | vias to the layer above | track usage, % | share of wire, % | wire length [um] |
|---|---|---|---|---|
| li1 | 238 | - | - | - |
| met1 | 205 | 5.25 | 40 | 820 |
| met2 | 54 | 6.17 | 34 | 698 |
| met3 | 6 | 6.29 | 24 | 494 |
| met4 | 0 | 0.796 | 1.9 | 39 |
| met5 | - | 0 | 0 | 0 |
[cell families after synthesis]
| kind of cell | synth area share, % |
|---|---|
| flops | 100 |
[repair_timing]
item                       CTS  global route
cloned                       0             0
resized                     68            18
pin swaps                    0             0
setup endpoints to repair   32            15
[per-stage QoR]
stage               total power [mW]  util (%)  setup slack, ns  instances  setup TNS [ns]
global placement                1.63      28.9           0.0290        163               0
detailed placement              1.63      28.9           0.0253        163               0
CTS                             2.61      30.9           0.0146        171               0
floorplan                       1.37         -            0.538         32               0
finish                          2.53      29.9           0.0444        171               0
global route                    2.69      29.9       -0.0000603        171      -0.0000603
Power figures rest on the tool's default switching activity, not on a simulated workload.
